`design.v`:
```
localparam int RAMW = 15'b111_1111_1111_1111;
localparam int VRAMW = 10'b11_1111_1111;
localparam int VRAM_START = 16'hE000;
localparam int SHADOW_VRAM_START = 16'h7C00;
localparam int STACK = 16'h0100;  
localparam int PROGRAM_START = 16'h0200;
localparam int CHAR_WIDTH = 8;    
localparam int CHAR_HEIGHT = 16;  
localparam int COLUMNS = 60;      
localparam int ROWS = 17;         
localparam int H_PixelValid = 480;
localparam int H_BackPorch  = 43;
localparam int H_FrontPorch = 8;    
localparam int PixelForHS   = H_BackPorch + H_PixelValid + H_FrontPorch;
localparam int V_PixelValid = 272;
localparam int V_BackPorch  = 12;
localparam int V_FrontPorch = 8;    
localparam int PixelForVS   = V_BackPorch + V_PixelValid + V_FrontPorch;
localparam int CHAR_FETCH_OFFSET_1 = -5;   
localparam int CHAR_FETCH_OFFSET_2 = -4;   
localparam int CHAR_FETCH_OFFSET_3 = -3;   
localparam int CHAR_FETCH_OFFSET_4 = -2;   
localparam int CHAR_RENDER_OFFSET = 1;    
localparam logic [4:0] LCD_RED_OFF = 5'b00000;
localparam logic [5:0] LCD_GREEN_OFF = 6'b000000; 
localparam logic [4:0] LCD_BLUE_OFF = 5'b00000;
localparam logic [4:0] LCD_RED_ON = 5'b00000;
localparam logic [5:0] LCD_GREEN_ON = 6'b111111;
localparam logic [4:0] LCD_BLUE_ON = 5'b00000;
localparam logic [4:0] LCD_RED_ERROR = 5'b11111;
localparam logic [5:0] LCD_GREEN_ERROR = 6'b000000;
localparam logic [4:0] LCD_BLUE_ERROR = 5'b00000;
localparam logic [4:0] LCD_RED_BORDER = 5'b11111;
localparam logic [5:0] LCD_GREEN_BORDER = 6'b111111;
localparam logic [4:0] LCD_BLUE_BORDER = 5'b00000;
localparam int CHAR_CODE_MIN = 0;
localparam int CHAR_CODE_MAX = 127;
module lcd (
    input logic       PixelClk,         
    input logic       nRST,             
    input logic [7:0] v_dout,           
    input logic [7:0] f_dout,           
    output logic        LCD_DE,         
    output logic [ 4:0] LCD_B,          
    output logic [ 5:0] LCD_G,          
    output logic [ 4:0] LCD_R,          
    output logic [ 9:0] v_adb,          
    output logic [11:0] f_ad,           
    output logic        vsync           
);
  logic vsync_reg;
  assign vsync = vsync_reg;
  logic [15:0] H_PixelCount;
  logic [15:0] V_PixelCount;
  always_ff @(posedge PixelClk or negedge nRST) begin
    if (!nRST) begin
      vsync_reg <= 1'b0;
      V_PixelCount <= 16'd0;
      H_PixelCount <= 16'd0;
    end else if (H_PixelCount == PixelForHS) begin
      H_PixelCount <= 16'd0;
      V_PixelCount <= V_PixelCount + 1'b1;
      vsync_reg <= (V_PixelCount < V_BackPorch) || (V_PixelCount >= V_BackPorch + V_PixelValid);
    end else if (V_PixelCount == PixelForVS) begin
      V_PixelCount <= 16'd0;
      H_PixelCount <= 16'd0;
      vsync_reg <= 1'b1;
    end else begin
      H_PixelCount <= H_PixelCount + 1'b1;
    end
  end
  assign LCD_DE = ((H_PixelCount >= H_BackPorch) &&
                   (H_PixelCount < H_PixelValid + H_BackPorch) &&
                   (V_PixelCount >= V_BackPorch) &&
                   (V_PixelCount < V_PixelValid + V_BackPorch)) ? 1'b1 : 1'b0;
  logic [7:0] char;
  logic [7:0] fontline;   
  logic signed [15:0] x, y;
  logic active_area;
  always_comb begin
    automatic logic signed [31:0] x_full, y_full;
    x_full = H_PixelCount - H_BackPorch + CHAR_WIDTH;
    y_full = V_PixelCount - V_BackPorch;
    x = x_full[15:0];
    y = y_full[15:0];
    active_area = (-1 <= x && x < H_PixelValid + CHAR_WIDTH - 1 && 0 <= y && y < V_PixelValid);
  end
  always_ff @(posedge PixelClk or negedge nRST) begin
    if (!nRST) begin
      LCD_R <= 5'b00000;
      LCD_G <= 6'b000000;
      LCD_B <= 5'b00000;
    end else if (active_area) begin
      if (CHAR_FETCH_OFFSET_1 <= x && x < H_PixelValid + CHAR_FETCH_OFFSET_1 + CHAR_WIDTH && 0 <= y && y < V_PixelValid && (x - CHAR_FETCH_OFFSET_1) % CHAR_WIDTH == 0) begin
        v_adb <= ((x / CHAR_WIDTH) + ((y / CHAR_HEIGHT) * COLUMNS)) & VRAMW;
      end else if (CHAR_FETCH_OFFSET_2 <= x && x < H_PixelValid + CHAR_FETCH_OFFSET_2 + CHAR_WIDTH && 0 <= y && y < V_PixelValid && (x - CHAR_FETCH_OFFSET_2) % CHAR_WIDTH == 0) begin
        char <= v_dout;
      end else if (CHAR_FETCH_OFFSET_3 <= x && x < H_PixelValid + CHAR_FETCH_OFFSET_3 + CHAR_WIDTH && 0 <= y && y < V_PixelValid && (x - CHAR_FETCH_OFFSET_3) % CHAR_WIDTH == 0) begin
        f_ad <= char * CHAR_HEIGHT + (y % CHAR_HEIGHT);
      end else if (CHAR_FETCH_OFFSET_4 <= x && x < H_PixelValid + CHAR_FETCH_OFFSET_4 + CHAR_WIDTH && 0 <= y && y < V_PixelValid && (x - CHAR_FETCH_OFFSET_4) % CHAR_WIDTH == 0) begin
        fontline <= f_dout;
      end
      if (char >= CHAR_CODE_MIN && char <= CHAR_CODE_MAX) begin
        if (fontline[7-(x + CHAR_RENDER_OFFSET)%CHAR_WIDTH] == 1'b1) begin
          LCD_R <= LCD_RED_ON;
          LCD_G <= LCD_GREEN_ON;
          LCD_B <= LCD_BLUE_ON;
        end else begin
          LCD_R <= LCD_RED_OFF;
          LCD_G <= LCD_GREEN_OFF;
          LCD_B <= LCD_BLUE_OFF;
        end
      end else begin
        LCD_R <= LCD_RED_ERROR;
        LCD_G <= LCD_GREEN_ERROR;
        LCD_B <= LCD_BLUE_ERROR;
      end
    end else begin
      LCD_R <= LCD_RED_BORDER;
      LCD_G <= LCD_GREEN_BORDER;
      LCD_B <= LCD_BLUE_BORDER;
    end
  end
endmodule
```
`run.sh`:
```
#!/bin/bash
# OpenROAD 26Q1-2900-gdf79404cd8, Yosys 0.63+post, stock flow scripts
make -C /OpenROAD-flow-scripts/flow DESIGN_CONFIG=/design/flow/config.mk WORK_HOME=/design/flow/orfs finish
```
`config.mk`:
```
export PLATFORM = sky130hd
export DESIGN_NAME = lcd
export DESIGN_NICKNAME = lcd
export VERILOG_FILES = /design/flow/design.v
export SDC_FILE = /design/flow/constraint.sdc
export NUM_CORES = 4
export LEC_CHECK = 1
export CORE_UTILIZATION = 30
```
`constraint.sdc`:
```
current_design lcd

set clk_period 8.0
set clk_io_pct 0.2

create_clock -name clk0 -period $clk_period [get_ports {PixelClk}]

set non_clock_inputs [all_inputs -no_clocks]
set_input_delay [expr $clk_period * $clk_io_pct] -clock clk0 $non_clock_inputs
set_output_delay [expr $clk_period * $clk_io_pct] -clock clk0 [all_outputs]
```
==> results.sh <==
# implementation run metrics
export IMPL_grt_pass1_vias=3693
export IMPL_synthToLayoutAreaGrowth_pct=16.2
export IMPL_logic_area_mm2=0.00291
export IMPL_grt_pass1_wl_um=18500
export IMPL_common_cells="inv_1, nor2_1, xnor2_1"
export IMPL_syn_inst=547
export IMPL_portBuffers=52
export IMPL_switching_share_pct=19.0
export IMPL_top_area_cell="edfxtp_1"
export IMPL_top_regs="H_PixelCount: 16 flops, V_PixelCount: 16 flops, f_ad: 12 flops"
export IMPL_min_delay_path_class="flop to flop"
export IMPL_grt_use_total_pct=13.1
export IMPL_yosys_area_mm2=0.00534
export IMPL_clk_pin_slew_ns=0.06
export IMPL_warning_count=36
export IMPL_drc=0
export IMPL_htree_levels=3
export IMPL_post_drt_wl_per_cell_um=13.9
export IMPL_seqPwrFrac_pct=49.1
export IMPL_cts_path_max_buffers=2
export IMPL_synth_stat_cells=547
export IMPL_ant_nets=0
export IMPL_vias=3940
export IMPL_p_comb_share_pct=1.5
export IMPL_cts_buffers=9
export IMPL_fp_dieW_um=135
export IMPL_outcome="complete, no violations"
export IMPL_root_buffer="clkbuf_16"
export IMPL_clk_latency_ns=0.33
export IMPL_worstSetupEndpointType="flop"
export IMPL_p_int_uw=650
export IMPL_pin_count=58
export IMPL_async_flop_share_pct=47.9
export IMPL_drv_cap=0
export IMPL_fill_cells=1645
export IMPL_ys_types=68
export IMPL_clockPowerShare_pct=49.3
export IMPL_peakVddDrop_uv=94.1
export IMPL_crit_fanout=18
export IMPL_area_sequential_mm2=0.00202
export IMPL_crit_type="flop to flop"
export IMPL_chip_area_mm2=0.0183
export IMPL_edf_count=38
export IMPL_drive_gt1_share_pct=6.75
export IMPL_post_cts_resize_count=0
export IMPL_rows=48
export IMPL_fin_setup_tns_ns=0
export IMPL_crit_required_ns=8.09
export IMPL_power_switching_uw=152
export IMPL_first_pass_iters=4
export IMPL_postCtsSetupRepairBufs=0
export IMPL_drt_total_wl_um=11100
export IMPL_critical_path_arrival_ns=5.87
export IMPL_slew_limit_headroom_pct=43.0
export IMPL_p_leak_uw=0.00259
export IMPL_antennaDiodeCount=0
export IMPL_drtIter0Drc=310
export IMPL_placed_cells=787
export IMPL_setup_violations=0
export IMPL_power_density_mw_per_mm2=129
export IMPL_hold_buffers=0
export IMPL_antenna_found_initial=0
export IMPL_reg2reg_slack_ns=2.21
export IMPL_final_cells=803
export IMPL_die_h_um=135
export IMPL_grt_max_degree=38
export IMPL_cts_sinks=73
export IMPL_synth_seq_share_pct=37.8
export IMPL_globalRouteOverflowTotal=0
export IMPL_worst_slew_pin_slew_ns=0.855
export IMPL_yosysMostFrequentCell="inv_1"
export IMPL_fin_crit_ns=5.79
export IMPL_initial_core_util_pct=30.8
export IMPL_synth_top_flop_cell="edfxtp_1"
export IMPL_gp_congestion=0.849
export IMPL_fin_crit_sh_pct=72.4
export IMPL_finalHoldViolations=0
export IMPL_power_total_uw=802
export IMPL_max_freq_ghz=0.173
export IMPL_viasPerCell=4.91
export IMPL_cts_tree="done"
export IMPL_top_area_share_pct=21.4
export IMPL_rsz0062_at_grt="no"
export IMPL_ys_ff=73
export IMPL_top_cells_by_area="edfxtp_1, dfrtp_1, ha_1, xnor2_1, xor2_1"
export IMPL_avgSynthCellArea_um2=9.76
export IMPL_clock_skew_ns=0.00607
export IMPL_synthesis_area_mm2=0.00534
export IMPL_core_mm2=0.0174
export IMPL_place_hpwl_um=8340
export IMPL_cp_start_kind="flop"
export IMPL_yosysWarnings=1
export IMPL_drv_slew=0
[power groups by stage]
stage | combinational (uW) | sequential, uW | clock [uW]
finish | 12.2 | 394 | 396
global route | 13.8 | 394 | 424
CTS | 12.8 | 394 | 411
[final timing paths]
kind	startpoint	to	cells after the start
setup reg to reg	V_PixelCount[5]	v_adb[9]	21
hold / removal	char[1]	f_ad[5]	0
min in group asynchronous	nRST	H_PixelCount[13]	2
max in group asynchronous	nRST	H_PixelCount[6]	2
hold reg to reg	char[1]	f_ad[5]	0
setup / recovery	V_PixelCount[5]	v_adb[9]	21
[layout by cell type (no fill, tap or decap), types with 3 or more instances in the layout]
| cell type | instances |
|---|---|
| conb_1 | 5 |
| ha_1 | 39 |
| o21ai_0 | 19 |
| fa_1 | 8 |
| or3_1 | 7 |
| nor4_1 | 3 |
| nand2_1 | 33 |
| nand4_1 | 11 |
| inv_1 | 44 |
| clkbuf_16 | 9 |
| clkdlybuf4s50_1 | 51 |
| o41ai_1 | 5 |
| nor3_1 | 15 |
| a21oi_1 | 26 |
| nor2_1 | 41 |
| and3_1 | 5 |
| o211ai_1 | 6 |
| mux2_2 | 3 |
| xor2_1 | 21 |
| a211o_1 | 3 |
| mux2i_1 | 3 |
| a31oi_1 | 4 |
| nand3_1 | 19 |
| o21bai_1 | 3 |
| dfrtp_1 | 35 |
| buf_4 | 3 |
| nor2b_1 | 4 |
| a21o_1 | 6 |
| and2_1 | 3 |
| edfxtp_1 | 38 |
| or2_2 | 4 |
| a211oi_1 | 4 |
| xnor2_1 | 41 |
| nand2b_1 | 5 |
[cells by family (layout without fill, tap and decap cells)]
group | count (synthesis) | after routing | synth area share, %
buffers and inverters | 88 | 115 | 8.18
muxes | 8 | 8 | 2.04
DFF | 73 | 73 | 37.8
other | 1 | 5 | 0.0702
adders and majority gates | 47 | 47 | 12.1
xor gates and xnor gates | 63 | 63 | 10.6
AOI/OAI and AO/OA | 98 | 98 | 12.4
and+or+nand+nor | 169 | 169 | 16.8
[per-stage QoR]
stage	instance area (um2)	setup WS (ns)	util, %	hold slack [ns]
3_3_place_gp	5910	2.32	34.0	0.401
3_5_place_dp	5910	2.18	34.0	0.405
5_1_grt	6200	1.55	35.7	0.424
2_1_floorplan	5350	2.74	-	0.400
4_1_cts	6200	2.14	35.7	0.419
6_report	6200	2.21	35.7	0.418
[final cells by class]
class                   instances  share of cell area, %
multi-input cells             390                   46.8
flip-flops and latches         73                   32.5
repair buffers                 55                   8.67
well taps                     225                   4.54
clock buffers                  11                   3.91
inverters                      44                   2.66
clock inverters                 5                  0.887
[worst max-delay path: stages (launching register included)]
cell and delay (ns):
dfrtp_1 0.54, nor4_1 0.58, nand3_1 0.16, xor2_1 0.19, a21oi_1 0.14, ha_1 0.25
ha_1 0.22, nand2_1 0.12, xnor2_1 0.54, inv_1 0.10, ha_1 0.31, inv_1 0.08
fa_1 0.44, fa_1 0.45, xnor2_1 0.15, xnor2_1 0.18, xnor2_1 0.15, xnor2_1 0.16
xnor2_1 0.16, xnor2_1 0.16, xnor3_1 0.34, xnor2_1 0.13
[per-layer routing]
layer  wire (um)  up-vias  GRT usage [%]
li1            -     1968              -
met1        5220     1877           20.1
met2        5220       82           19.5
met3         494       13           3.17
met4         193        0           2.00
met5           0        -              0
