==> ./design.v <==
module memory_controller (
    input  logic        clk,
    input  logic        rst_n,
    input  logic [15:0] cpu_addr,
    input  logic [7:0]  cpu_data_out,
    output logic [7:0]  cpu_data_in,
    input  logic        cpu_mem_read,
    input  logic        cpu_mem_write,
    output logic        cpu_ready,
    input  logic        stack_push,
    input  logic        stack_pop,
    input  logic [7:0]  stack_data_out,
    output logic [7:0]  stack_data_in,
    output logic [7:0]  stack_pointer,
    output logic [15:0] ext_addr,
    output logic [7:0]  ext_data_out,
    input  logic [7:0]  ext_data_in,
    output logic        ext_oe,
    output logic        ext_we,
    output logic        ram_select,
    output logic        rom_select,
    output logic        io_select
);
    logic [15:0] mem_address;
    logic [7:0]  mem_write_data;
    logic [7:0]  mem_read_data;
    logic        mem_read_req;
    logic        mem_write_req;
    logic        mem_ready;
    logic [15:0] stack_address;
    logic        stack_overflow;
    logic        stack_underflow;
    stack_pointer sp_inst (
        .clk(clk),
        .rst_n(rst_n),
        .push(stack_push),
        .pop(stack_pop),
        .load_sp(1'b0),           
        .sp_data(8'h00),
        .sp(stack_pointer),
        .stack_addr(stack_address),
        .stack_overflow(stack_overflow),
        .stack_underflow(stack_underflow)
    );
    memory_interface mem_if (
        .clk(clk),
        .rst_n(rst_n),
        .address(mem_address),
        .write_data(mem_write_data),
        .mem_read(mem_read_req),
        .mem_write(mem_write_req),
        .read_data(mem_read_data),
        .ready(mem_ready),
        .ram_cs(ram_select),
        .rom_cs(rom_select),
        .io_cs(io_select),
        .mem_addr(ext_addr),
        .mem_data_out(ext_data_out),
        .mem_data_in(ext_data_in),
        .mem_oe(ext_oe),
        .mem_we(ext_we)
    );
    always_comb begin
        if (stack_push || stack_pop) begin
            mem_address = stack_address;
            mem_write_data = stack_data_out;
            mem_read_req = stack_pop;
            mem_write_req = stack_push;
            cpu_data_in = 8'h00;
            cpu_ready = mem_ready;
            stack_data_in = mem_read_data;
        end else begin
            mem_address = cpu_addr;
            mem_write_data = cpu_data_out;
            mem_read_req = cpu_mem_read;
            mem_write_req = cpu_mem_write;
            cpu_data_in = mem_read_data;
            cpu_ready = mem_ready;
            stack_data_in = 8'h00;
        end
    end
endmodule
module memory_interface (
    input  logic        clk,
    input  logic        rst_n,
    input  logic [15:0] address,
    input  logic [7:0]  write_data,
    input  logic        mem_read,
    input  logic        mem_write,
    output logic [7:0]  read_data,
    output logic        ready,
    output logic        ram_cs,       
    output logic        rom_cs,       
    output logic        io_cs,        
    output logic [15:0] mem_addr,
    output logic [7:0]  mem_data_out,
    input  logic [7:0]  mem_data_in,
    output logic        mem_oe,       
    output logic        mem_we        
);
    logic [1:0] state;
    logic [1:0] next_state;
    localparam IDLE  = 2'b00;
    localparam READ  = 2'b01;
    localparam WRITE = 2'b10;
    localparam WAIT  = 2'b11;
    always_comb begin
        ram_cs = (address[15] == 1'b0);                     
        rom_cs = (address[15:14] == 2'b11);                 
        io_cs  = (address[15:14] == 2'b10);                 
    end
    always_ff @(posedge clk or negedge rst_n) begin
        if (!rst_n) begin
            state <= IDLE;
        end else begin
            state <= next_state;
        end
    end
    always_comb begin
        case (state)
            IDLE: begin
                if (mem_read || mem_write) begin
                    next_state = mem_read ? READ : WRITE;
                end else begin
                    next_state = IDLE;
                end
            end
            READ: begin
                next_state = WAIT;
            end
            WRITE: begin
                next_state = WAIT;
            end
            WAIT: begin
                next_state = IDLE;
            end
            default: next_state = IDLE;
        endcase
    end
    always_comb begin
        mem_addr = 16'h0000;
        mem_data_out = 8'h00;
        mem_oe = 1'b0;
        mem_we = 1'b0;
        read_data = 8'h00;
        ready = 1'b0;
        case (state)
            IDLE: begin
                ready = 1'b1;
            end
            READ: begin
                mem_addr = address;
                mem_oe = 1'b1;
                read_data = mem_data_in;
            end
            WRITE: begin
                mem_addr = address;
                mem_data_out = write_data;
                mem_we = 1'b1;
            end
            WAIT: begin
                ready = 1'b1;
                if (state == READ) begin
                    read_data = mem_data_in;
                end
            end
        endcase
    end
endmodule
module stack_pointer (
    input  logic       clk,
    input  logic       rst_n,
    input  logic       push,
    input  logic       pop,
    input  logic       load_sp,       
    input  logic [7:0] sp_data,       
    output logic [7:0] sp,
    output logic [15:0] stack_addr,
    output logic       stack_overflow,
    output logic       stack_underflow
);
    logic [7:0] stack_pointer;
    logic       overflow_flag;
    logic       underflow_flag;
    always_ff @(posedge clk or negedge rst_n) begin
        if (!rst_n) begin
            stack_pointer <= 8'hFF;       
            overflow_flag <= 1'b0;
            underflow_flag <= 1'b0;
        end else begin
            overflow_flag <= 1'b0;
            underflow_flag <= 1'b0;
            if (load_sp) begin
                stack_pointer <= sp_data;
            end else if (push) begin
                if (stack_pointer == 8'h00) begin
                    overflow_flag <= 1'b1;    
                end else begin
                    stack_pointer <= stack_pointer - 1;
                end
            end else if (pop) begin
                if (stack_pointer == 8'hFF) begin
                    underflow_flag <= 1'b1;   
                end else begin
                    stack_pointer <= stack_pointer + 1;
                end
            end
        end
    end
    assign sp = stack_pointer;
    assign stack_addr = {8'h01, stack_pointer};   
    assign stack_overflow = overflow_flag;
    assign stack_underflow = underflow_flag;
endmodule
==> ./run.sh <==
#!/bin/bash
# OpenROAD 26Q1-2900-gdf79404cd8, Yosys 0.63+post, stock flow scripts
make -C /OpenROAD-flow-scripts/flow DESIGN_CONFIG=/design/flow/config.mk WORK_HOME=/design/flow/orfs finish
==> ./config.mk <==
export PLATFORM = sky130hd
export DESIGN_NAME = memory_controller
export DESIGN_NICKNAME = memory_controller
export VERILOG_FILES = /design/flow/design.v
export SDC_FILE = /design/flow/constraint.sdc
export NUM_CORES = 4
export LEC_CHECK = 1
export CORE_AREA = 10 10 98 98
export DIE_AREA = 0 0 108 108
==> ./constraint.sdc <==
current_design memory_controller

set clk_period 2.3
set clk_io_pct 0.2

create_clock -name clk0 -period $clk_period [get_ports {clk}]

set non_clock_inputs [all_inputs -no_clocks]
set_input_delay [expr $clk_period * $clk_io_pct] -clock clk0 $non_clock_inputs
set_output_delay [expr $clk_period * $clk_io_pct] -clock clk0 [all_outputs]
==> flow_metrics.env <==
# implementation run metrics
export IMPL_power_density_nw_per_um2=694
export IMPL_gp_congestion=0.839
export IMPL_asyncSetResetFlopFracSynth_pct=100
export IMPL_wirelength_met1_um=2330
export IMPL_max_clock_path_buffers=2
export IMPL_post_layout_total_power_w=0.00183
export IMPL_drive_gt1_share_pct=17.5
export IMPL_cp_data_arrival_time_ns=1.79
export IMPL_synthFlopType="sky130_fd_sc_hd__dfstp_2"
export IMPL_timing_final_setup_violations=0
export IMPL_post_synth_instance_area_um2=1250
export IMPL_timing_worst_slew_pin_value_ns=0.515
export IMPL_area_growth_from_synthesis_to_final_layout_pct=111
export IMPL_critical_path_required_time_ns=1.84
export IMPL_synth_cell_types=40
export IMPL_count_of_mapped_cells_out_of_synthesis=173
export IMPL_route_top_layer_used="met3"
export IMPL_finalWirelength_um=5400
export IMPL_finish_instance_area_um2=2630
export IMPL_synth_stat_cells=173
export IMPL_unrepaired_setup_endpoints_after_global_routing="true"
export IMPL_synth_area_leader="sky130_fd_sc_hd__dfstp_2"
export IMPL_critical_path_capture_point_type="output port"
export IMPL_ctsHtreeMaxLevel=1
export IMPL_floorplan_initialDensity_pct=16.3
export IMPL_cts_buffers=3
export IMPL_synth_area_per_cell_um2=7.20
export IMPL_dr_total_vias=1655
export IMPL_numPortBuffers=99
export IMPL_die_h_um=108
export IMPL_worst_setup_path_type="in2out"
export IMPL_coreArea_um2=7650
export IMPL_yosysChipArea_um2=1250
export IMPL_area_of_the_chip_um2=11700
export IMPL_cts_clk_slew_worst_paths_ns=0.05
export IMPL_slew_violations=0
export IMPL_total_leakage_power_nw=1.14
export IMPL_first_global_vias=1624
export IMPL_globalRouteOverflowTotal=0
export IMPL_ios=100
export IMPL_postCtsHoldBufs=0
export IMPL_cp_start_kind="input port"
export IMPL_timing_fmax_ghz=0.445
export IMPL_max_slew_margin_pct=65.6
export IMPL_dpl_instance_area_um2=2490
export IMPL_clk_insertion_delay_late_ns=0.23
export IMPL_cts_root_buffer="sky130_fd_sc_hd__clkbuf_8"
export IMPL_outcome="finished clean"
export IMPL_yosysTopAreaCellShare_pct=19.0
export IMPL_grt_pass1_wl_um=8220
export IMPL_power_ir_vdd_worst_mv=0.491
export IMPL_yosys_stat_seqShare_pct=25.0
export IMPL_met2_wirelength_um=2570
export IMPL_fraction_of_the_cycle_the_final_worst_path_needs_pct=97.7
export IMPL_wl_per_cell_um=13.7
export IMPL_grt_start_max_net_pins=18
export IMPL_antenna_cells=0
export IMPL_clock_skew_ns=0.000426
export IMPL_yosys_warnings=3
export IMPL_min_delay_path_class="reg2reg"
export IMPL_fillCellCount=761
export IMPL_track_usage_pct=8.53
export IMPL_die_width_um=108
export IMPL_drt_antenna_violating_nets=0
export IMPL_timing_final_crit_period_ns=2.25
export IMPL_tritoncts="done"
export IMPL_antenna_found_initial=0
export IMPL_post_drt_via_cell_ratio=4.20
export IMPL_timing_critical_path_fanout_max=7
export IMPL_finalHoldViolCount=0
export IMPL_synth_area_top_cells="sky130_fd_sc_hd__dfstp_2 (19%), sky130_fd_sc_hd__nand2_1 (12%), sky130_fd_sc_hd__a21oi_1 (8.4%)"
export IMPL_max_cap_violations=0
export IMPL_first_iter_violations=54
export IMPL_detailedPlacementHpwl_um=4460
export IMPL_cts_sinks=12
export IMPL_openroad_warnings=27
export IMPL_first_pass_iters=4
export IMPL_routed_wl_met3_um=498
export IMPL_synth_edff_count=0
export IMPL_detail_route_drc_violations=0
export IMPL_postSynthRegisterBits=12
export IMPL_floorplan_rows=32
==> cell families (layout without fill, tap and decap cells) <==
logic type / Yosys count / in the layout / synth area share [%]
xor gates and xnor gates: 6 / 6 / 4.22
adders and majority gates: 7 / 7 / 7.63
AOI/OAI and AO/OA: 40 / 40 / 19.3
DFF: 12 / 12 / 25.0
buffers and inverters: 13 / 132 / 4.72
muxes: 2 / 2 / 1.71
and+or+nand+nor: 93 / 93 / 37.4
==> synth_stat cells, drive strengths merged, types with 3 or more instances <==
library cell / count
a21oi: 22
a21o: 3
nand2: 40
and2: 16
dfrtp: 3
inv: 5
ha: 6
o21ai: 6
nor2: 12
nor3: 5
and3: 7
dfstp: 9
buf: 6
xnor2: 3
xor2: 3
==> power by group <==
part | internal (W) | leakage, nW | total [W] | switching (W)
Combinational | 0.000726 | 0.977 | 0.00113 | 0.000408
Sequential | 0.000350 | 0.136 | 0.000505 | 0.000155
Clock | 0.000121 | 0.0228 | 0.000188 | 0.0000670
Total | 0.00120 | 1.14 | 0.00183 | 0.000630
==> stage by stage <==
stage / TNS [ns] / setup slack [ns] / util, % / cells / hold WS, ns
after floorplan: 0 / 0.472 / - / 173 / 0.164
after global placement: -15.52 / -0.420 / 32.6 / 386 / 0.453
after detailed placement: -16.54 / -0.431 / 32.6 / 386 / 0.447
after CTS: -0.265 / -0.0308 / 34.0 / 393 / 0.460
after global routing: -0.0381 / -0.0141 / 34.4 / 394 / 0.506
final: 0 / 0.0538 / 34.4 / 394 / 0.472
==> sequential cells by signal, indices dropped and copies added (netlist names) <==
register               count
sp_inst.stack_pointer      8
mem_if.state               4
==> worst max-delay path: stages <==
cell and delay [ns]:
sky130_fd_sc_hd__buf_4 0.13, sky130_fd_sc_hd__buf_6 0.13, sky130_fd_sc_hd__nor2_4 0.20, sky130_fd_sc_hd__buf_12 0.14, sky130_fd_sc_hd__buf_16 0.10, sky130_fd_sc_hd__and3_4 0.17
sky130_fd_sc_hd__clkdlybuf4s50_1 0.46
==> metal layers <==
layer  global-route usage (%)  up-vias
met4                    0.573        0
met5                        0        -
met1                     10.4      755
met3                     2.17        0
li1                         -      834
met2                     15.3       66
==> cell usage in the layout (no fill, tap or decap), drive strengths merged, types with 2 or more instances in the layout <==
master and count:
a31oi 2, nor3 5, ha 6, dfrtp 3
o21ai 6, nor2b 2, dlymetal6s2s 3, nor2 12
dfstp 9, clkbuf 4, and2 16, xnor2 3
a21oi 22, nand2 40, and3 7, inv 5
or2 2, xor2 3, buf 26, clkdlybuf4s50 94
nor3b 2, a21o 3
==> final timing paths <==
check	start	end	slack [ns]	cells past startpoint
setup / recovery	stack_push	ext_addr[10]	0.05	7
hold / removal	mem_if.state[2]	mem_if.state[3]	0.47	1
setup reg to reg	sp_inst.stack_pointer[0]	sp_inst.stack_pointer[6]	0.41	6
hold reg to reg	mem_if.state[2]	mem_if.state[3]	0.47	1
max in group asynchronous	rst_n	sp_inst.stack_pointer[7]	1.37	1
min in group asynchronous	rst_n	mem_if.state[3]	0.57	1
==> repair_timing <==
item | 4_1_cts | 5_1_grt
setup buffers | 2 | 1
gates cloned | 1 | 0
setup endpoints to repair | 43 | 37
gates resized | 16 | 7
pin swaps | 4 | 6
==> layout make-up <==
| type | instances | area (um^2) | share of cell area (%) |
|---|---|---|---|
| tap | 102 | 128 | 4.85 |
| clock buffer | 4 | 45.0 | 1.71 |
| sequential | 12 | 312 | 11.8 |
| inverter | 5 | 18.8 | 0.713 |
| multi-input combinational | 148 | 903 | 34.3 |
| timing repair buffer | 123 | 1230 | 46.6 |
Power is estimated from default activity; no workload was simulated.
