`design/flow/run.sh`:
```
#!/bin/bash
# OpenROAD 26Q1-2900-gdf79404cd8, Yosys 0.63+post, stock flow scripts
make -C /OpenROAD-flow-scripts/flow DESIGN_CONFIG=/design/flow/config.mk WORK_HOME=/design/flow/orfs finish
```
`design/flow/config.mk`:
```
export PLATFORM = sky130hd
export DESIGN_NAME = branch_calculator
export DESIGN_NICKNAME = branch_calculator
export VERILOG_FILES = /design/flow/design.v
export SDC_FILE = /design/flow/constraint.sdc
export NUM_CORES = 4
export LEC_CHECK = 1
export CORE_AREA = 10 10 84 84
export DIE_AREA = 0 0 94 94
```
`design/flow/constraint.sdc`:
```
current_design branch_calculator

set clk_period 6.6
set clk_io_pct 0.2

create_clock -name clk0 -period $clk_period

set non_clock_inputs [all_inputs -no_clocks]
set_input_delay [expr $clk_period * $clk_io_pct] -clock clk0 $non_clock_inputs
set_output_delay [expr $clk_period * $clk_io_pct] -clock clk0 [all_outputs]
```
`design/flow/design.v`:
```
module branch_calculator (
    input  logic [7:0]  branch_offset,   
    input  logic [15:0] pc,              
    input  logic [7:0]  status_reg,      
    input  logic [7:0]  opcode,          
    output logic [15:0] branch_target,
    output logic        branch_taken,
    output logic        page_crossed
);
    logic [15:0] signed_offset;
    logic [15:0] next_pc;
    logic branch_condition;
    assign next_pc = pc + 2;
    always_comb begin
        if (branch_offset[7]) begin
            signed_offset = {8'hFF, branch_offset};   
        end else begin
            signed_offset = {8'h00, branch_offset};   
        end
        branch_target = next_pc + signed_offset;
    end
    always_comb begin
        case (opcode)
            8'h10: branch_condition = ~status_reg[7];   
            8'h30: branch_condition = status_reg[7];    
            8'h50: branch_condition = ~status_reg[6];   
            8'h70: branch_condition = status_reg[6];    
            8'h90: branch_condition = ~status_reg[0];   
            8'hB0: branch_condition = status_reg[0];    
            8'hD0: branch_condition = ~status_reg[1];   
            8'hF0: branch_condition = status_reg[1];    
            default: branch_condition = 1'b0;           
        endcase
        branch_taken = branch_condition;
    end
    assign page_crossed = branch_taken && (next_pc[15:8] != branch_target[15:8]);
endmodule
```
==> metrics.log <==
[report] implementation figures
[metrics] Antenna diodes: 0
[metrics] max incr delay on CP: 620 ps
[metrics] final slew viol count: 0
[metrics] min Tclk post-route: 6290 ps
[metrics] maximum capacitance violations: 0
[metrics] final standard cell area without fillers: 1880 um^2
[metrics] count of hold buffers inserted by post-cts repair: 0
[metrics] quantity of gates resized following cts: 0
[metrics] die height: 94 um
[metrics] total number of vias: 1199
[metrics] number of cells in Yosys stat: 144
[metrics] Wirelength per Cell: 12.8 um
[metrics] distinct lib cells: 43
[metrics] Worst Hold Slack: 3590 ps
[metrics] worst max-slew margin expressed relative to the limit: 0.682
[metrics] Setup crit start kind: input pin
[metrics] worst setup slack before clock tree synthesis: 276 ps
[metrics] vias in the first global route: 1230
[metrics] first-pass GRT wire length: 5.74 mm
[metrics] estimated wirelength of the detail-placed design: 3.13 mm
[metrics] FMAX: 159 MHz
[metrics] most repeated library cell on the critical path: sky130_fd_sc_hd__clkdlybuf4s50_1
[metrics] Synth Instances: 144
[metrics] standard-cell rows: 26
[metrics] Storage cell area: 0 um^2
[metrics] startpoint-to-endpoint class of the critical path: input pin to output port
[metrics] critical path endpoint category: output port
[metrics] number of buffer cells added on primary ports: 54
[metrics] path category of the worst min-delay check: input pin to output port
[metrics] result of the run: finished, final reports clean
[metrics] remaining antenna violation count: 0
[metrics] sequential cell count: 0
[metrics] gr ovfl total: 0
[metrics] total setup violations reported at the end of the flow: 0
[metrics] crit path max fanout: 8
[metrics] share of the clock period used by the worst path after layout: 0.953
[metrics] layout cells sized above 1: 0.107
[metrics] Max IR drop VDD: 0.0343 mV
[metrics] cell with the biggest individual delay on the critical path: sky130_fd_sc_hd__clkdlybuf4s50_1
[metrics] I/O Pins: 58
[metrics] filler cell count in the final layout: 557
[metrics] area figure in the yosys stat output: 1250 um^2
[metrics] number of warnings the tools reported: 37
[metrics] area of the core: 5200 um^2
[metrics] fraction of the core area occupied by cells at floorplan: 0.240
[metrics] aggregate negative setup slack: 0 ps
[metrics] largest net degree at the start of global routing: 11
[metrics] WP data required: 5280 ps
[metrics] core occupancy in the finished layout: 0.360
[metrics] sequential-to-total area share from yosys stat: 0
[metrics] length of the first detailed-routing pass in iterations: 4
[metrics] Detailed Route WL: 3.43 mm
[metrics] setup slack after layout: 312 ps
[metrics] Via density: 4.49
[metrics] power density normalized to cell area: 104 nW/um^2
[metrics] # Post-CTS Setup Buffers: 0
[metrics] initial DRC count: 51
[metrics] arrival time at the worst endpoint: 4970 ps
[metrics] leakage: 0.767 nW
[metrics] antenna violations before repair: 0
[metrics] Fin. Hold Viols: 0
[metrics] die width: 94 um
[metrics] global router's overall resource usage: 0.0769
[metrics] Mean Syn Cell Area: 8.67 um^2
[metrics] crit path cell chain: clkdlybuf4s50_1 -> nand4_4 -> nor2_2 -> and3_1 -> xor2_2 -> ha_1 -> a21o_1 -> a31o_1 -> a221oi_2 -> a21oi_1 -> xnor2_1 -> and2_1 -> a41oi_2 -> clkdlybuf4s50_1
[metrics] setup repair after global routing missed its margin: no
[metrics] die outline area: 8840 um^2
[metrics] clock buffer count in the final layout: 0
[metrics] number of warning messages in the yosys log: 1
[metrics] area added between synthesis and finish: 50.2%
[metrics] post-synthesis cell area: 1250 um^2
[metrics] remaining routing DRC violations: 0
[metrics] actual transition at the worst max-transition pin: 476 ps
[metrics] final RePlAce weighted congestion: 0.825
[metrics] Placed Area: 1880 um^2
[Yosys cell counts, drive strengths merged, types with 3 or more instances]
cell type	instances	share of area
a21o	7	0.042
xor2	12	0.096
nand3	11	0.058
a41oi	3	0.027
o21ai	4	0.019
inv	3	0.0090
and2	3	0.017
xnor2	22	0.16
ha	17	0.17
and3	4	0.020
a211oi	4	0.024
a21oi	7	0.028
nand2	7	0.021
nor3	4	0.024
nor2	14	0.044
[metrics by stage]
step | std cells | total power (W)
finish | 267 | 0.000194
global route | 267 | 0.000216
CTS | 267 | 0.000199
detailed placement | 267 | 0.000198
global placement | 267 | 0.000198
floorplan | 144 | 0.000105
[routing by layer]
| layer | wire [um] | track usage |
|---|---|---|
| met2 | 1770 | 0.136 |
| met3 | 94 | 0.00808 |
| met1 | 1570 | 0.104 |
| met4 | 0 | 0 |
| met5 | 0 | 0 |
[power breakdown]
part | internal, W | total [W] | switching, W
registers | 0 | 0 | 0
clock network | 0 | 0 | 0
logic | 0.000117 | 0.000194 | 0.0000771
[area by class of cell]
class / count / area [um^2] / share of cell area
Timing Repair Buffer: 55 / 548 / 0.292
Multi-Input combinational cell: 139 / 1230 / 0.655
Inverter: 3 / 11.3 / 0.00600
Tap cell: 70 / 87.6 / 0.0467
[cells in the final DEF (no fill, tap or decap), types with 2 or more instances in the layout]
| cell | n |
|---|---|
| sky130_fd_sc_hd__nor3_2 | 2 |
| sky130_fd_sc_hd__inv_1 | 3 |
| sky130_fd_sc_hd__and3_1 | 4 |
| sky130_fd_sc_hd__xnor2_1 | 21 |
| sky130_fd_sc_hd__o21ai_1 | 3 |
| sky130_fd_sc_hd__nor2_1 | 13 |
| sky130_fd_sc_hd__nand3_1 | 9 |
| sky130_fd_sc_hd__xor2_1 | 10 |
| sky130_fd_sc_hd__a211oi_1 | 4 |
| sky130_fd_sc_hd__nor3_1 | 2 |
| sky130_fd_sc_hd__ha_1 | 17 |
| sky130_fd_sc_hd__o21a_1 | 2 |
| sky130_fd_sc_hd__and2_1 | 2 |
| sky130_fd_sc_hd__a21oi_1 | 7 |
| sky130_fd_sc_hd__a41oi_1 | 2 |
| sky130_fd_sc_hd__o41ai_2 | 2 |
| sky130_fd_sc_hd__a21o_1 | 7 |
| sky130_fd_sc_hd__clkdlybuf4s50_1 | 54 |
| sky130_fd_sc_hd__xor2_2 | 2 |
| sky130_fd_sc_hd__nor4_1 | 2 |
| sky130_fd_sc_hd__nand2_1 | 7 |
[kinds of logic (layout without fill, tap and decap cells)]
| kind of cell | after synthesis | in the layout | share of synthesized area |
|---|---|---|---|
| AND-OR/OR-AND | 37 | 37 | 0.255 |
| XOR/XNOR | 36 | 36 | 0.295 |
| multiplexers | 1 | 1 | 0.0180 |
| buffers and inverters | 5 | 58 | 0.0160 |
| AND/OR/NAND/NOR | 47 | 47 | 0.230 |
| adder cells (fa/ha/maj) | 18 | 18 | 0.186 |
[critical path, delay by kind of cell]
family / cells / cell delay [ps]
AND-OR/OR-AND: 5 / 1060
XOR/XNOR: 2 / 380
adder cells (fa/ha/maj): 1 / 370
buffers and inverters: 2 / 1120
AND/OR/NAND/NOR: 4 / 720
[worst paths after layout]
path / startpoint / end / cells after the start
worst min-delay path: opcode[4] / page_crossed / 4
worst max-delay path: pc[3] / page_crossed / 14
Power figures rest on the tool's default switching activity, not on a simulated workload.
